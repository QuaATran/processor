`/design/flow/run.sh`:
```
#!/bin/bash
# OpenROAD 26Q1-2900-gdf79404cd8, Yosys 0.63+post, stock flow scripts
make -C /OpenROAD-flow-scripts/flow DESIGN_CONFIG=/design/flow/config.mk WORK_HOME=/design/flow/orfs finish
```
`/design/flow/constraint.sdc`:
```
current_design mux32to1

set clk_period 19.3
set clk_io_pct 0.2

create_clock -name clk0 -period $clk_period

set non_clock_inputs [all_inputs -no_clocks]
set_input_delay [expr $clk_period * $clk_io_pct] -clock clk0 $non_clock_inputs
set_output_delay [expr $clk_period * $clk_io_pct] -clock clk0 [all_outputs]
```
`/design/flow/design.v`:
```
module mux32to1 (mux_out, selector, reg0,reg1,reg2,reg3,reg4,reg5,reg6,reg7,
										 reg8,reg9,reg10,reg11,reg12,reg13,reg14,reg15,
										 reg16,reg17,reg18,reg19,reg20,reg21,reg22,reg23,
										 reg24,reg25,reg26,reg27,reg28,reg29,reg30,reg31);
 input      [31:0] reg0,reg1,reg2,reg3,reg4,reg5,reg6,reg7,
				       reg8,reg9,reg10,reg11,reg12,reg13,reg14,reg15,
					    reg16,reg17,reg18,reg19,reg20,reg21,reg22,reg23,
					    reg24,reg25,reg26,reg27,reg28,reg29,reg30,reg31;
 input      [4:0]  selector;
 output reg [31:0] mux_out;
 always @(*) begin
 case (selector)
  5'b00000 : mux_out =  reg0;
  5'b00001 : mux_out =  reg1;
  5'b00010 : mux_out =  reg2;
  5'b00011 : mux_out =  reg3;
  5'b00100 : mux_out =  reg4;
  5'b00101 : mux_out =  reg5;
  5'b00110 : mux_out =  reg6;
  5'b00111 : mux_out =  reg7;
  5'b01000 : mux_out =  reg8;
  5'b01001 : mux_out =  reg9;
  5'b01010 : mux_out = reg10;
  5'b01011 : mux_out = reg11;
  5'b01100 : mux_out = reg12;
  5'b01101 : mux_out = reg13;
  5'b01110 : mux_out = reg14;
  5'b01111 : mux_out = reg15;
  5'b10000 : mux_out = reg16;
  5'b10001 : mux_out = reg17;
  5'b10010 : mux_out = reg18;
  5'b10011 : mux_out = reg19;
  5'b10100 : mux_out = reg20;
  5'b10101 : mux_out = reg21;
  5'b10110 : mux_out = reg22;
  5'b10111 : mux_out = reg23;
  5'b11000 : mux_out = reg24;
  5'b11001 : mux_out = reg25;
  5'b11010 : mux_out = reg26;
  5'b11011 : mux_out = reg27;
  5'b11100 : mux_out = reg28;
  5'b11101 : mux_out = reg29;
  5'b11110 : mux_out = reg30;
  5'b11111 : mux_out = reg31;
 endcase
 end
endmodule 
```
`/design/flow/config.mk`:
```
export PLATFORM = sky130hd
export DESIGN_NAME = mux32to1
export DESIGN_NICKNAME = mux32to1
export VERILOG_FILES = /design/flow/design.v
export SDC_FILE = /design/flow/constraint.sdc
export NUM_CORES = 4
export LEC_CHECK = 1
export CORE_AREA = 10 10 408 408
export DIE_AREA = 0 0 418 418
```
==> qor.txt <==
final count of pins violating max slew - 0
static leakage power - 7.05 nW
fraction of power spent switching nets - 44.9%
routed len/inst - 44.0 µm
FF+latch area - 0 µm²
antenna violation net count after detailed routing - 0
min Tclk post-route - 13.52 ns
tool warnings - 32
total negative slack - 0 ns
detailed-route via count - 18700
area growth from synthesis to layout - 165%
Crit Path Category - in2out
maximum number of pins on one net before global-route repair - 88
Flop pwr share - 0%
cells after synthesis - 1354
Detailed Route WL - 195000 µm
total iterations of the first detailed-routing run - 6
WP data arrival - 9.66 ns
Setup Buffers After CTS - 0
Yosys cell types - 36
highest attainable clock frequency - 0.0740 GHz
Seq cells - 0
share of total power in the clock network - 0%
Startpoint Class - primary input
# setup viols final - 0
relative slew slack - 22.0%
CP Data Required Time - 15.44 ns
count of buffers from port buffering - 1061
cell count listed in synth_stat.txt - 1354
critical path fanouts, max - 46
mux contribution to synthesized area - 1.70%
sequential-to-total area share from yosys stat - 0%
initial antenna violation count - 282
yosys warns - 1
number of max-cap violations - 0
detail-routed via count per cell - 4.23
Top logic family - simple AND/OR/NAND/NOR gates
area share of and/or/nand/nor cells after synthesis - 61.2%
post-cts resize count - 0
RSZ-0062 raised after global routing - false
die footprint - 175000 µm²
power density over the cells - 21.1 nW/µm²
first-pass GRT wire length - 234000 µm
Chip Height - 418 µm
Non-Filler Cell Area, Final - 21100 µm²
Compound-Gate Fraction of Synth Area - 26.2%
weighted congestion reported at the end of routability-driven placement - 0.976
chip area line of the yosys report - 7960 µm²
slew at the pin with the worst max-slew slack - 1.14 ns
final period utilization - 70.1%
Net Switching - 200 µW
Die Span X - 418 µm
core outline area - 158000 µm²
post-synthesis share of cell area spent on xor and xnor gates - 0%
clock buf count - 0
starting density of the core - 5.04%
worst-case vdd ir drop - 7.26 µV
overflow left after global routing - 0
CTS Hold Buffers Added - 0
kind of end point of the critical path - output port
status - completed
Internal Power - 245 µW
Detail Placement HPWL - 173000 µm
detailed router's first-iteration violation count - 1978
Final Hold Viols - 0
total I/O pin count - 1061
overall routing resource usage - 21.4%
number of cell rows - 146
synthesized area - 7960 µm²
proportion of layout cells with a drive suffix above 1 - 4.64%
type of the most critical hold path - in2out
instance area after placement - 20900 µm²
number of global-route vias before repair - 18200
adder-cell area share of the yosys netlist - 0%
logic gate share of total power - 100.0%
DRC Markers - 0
mean area per synthesized cell - 5.88 µm²
==> synthesized netlist by cell type, types with 10 or more instances <==
cell / n / area (µm²)
sky130_fd_sc_hd__a22oi_1: 83 / 623
sky130_fd_sc_hd__buf_2: 39 / 195
sky130_fd_sc_hd__nand3_1: 535 / 2680
sky130_fd_sc_hd__a32oi_1: 70 / 613
sky130_fd_sc_hd__mux2_2: 12 / 135
sky130_fd_sc_hd__and2_1: 10 / 62.6
sky130_fd_sc_hd__buf_1: 28 / 105
sky130_fd_sc_hd__o32a_1: 31 / 310
sky130_fd_sc_hd__and3_1: 122 / 763
sky130_fd_sc_hd__a2111oi_0: 32 / 280
sky130_fd_sc_hd__o21ai_0: 27 / 135
sky130_fd_sc_hd__nand4_1: 153 / 957
sky130_fd_sc_hd__clkbuf_1: 125 / 469
sky130_fd_sc_hd__or4_1: 32 / 240
==> area by class of cell <==
class | instances | area, µm²
Fill cell | 18200 | 137000
Timing Repair Buffer | 1130 | 11200
Inverter | 1 | 3.75
Tap cell | 2072 | 2590
Antenna cell | 74 | 185
Multi-Input combinational cell | 1152 | 7170
==> critical path, stage by stage <==
cell	delay, ns
sky130_fd_sc_hd__clkdlybuf4s50_1	0.92
sky130_fd_sc_hd__nor2b_4	0.80
sky130_fd_sc_hd__buf_4	0.64
sky130_fd_sc_hd__buf_4	0.52
sky130_fd_sc_hd__buf_4	0.49
sky130_fd_sc_hd__and2_2	0.58
sky130_fd_sc_hd__buf_4	0.38
sky130_fd_sc_hd__a2111oi_0	0.16
sky130_fd_sc_hd__nand3_1	0.19
sky130_fd_sc_hd__o32a_1	0.41
sky130_fd_sc_hd__clkdlybuf4s50_1	0.57
==> power by group through the flow <==
stage     clock network [mW]  registers, mW  logic [mW]
6_report         0.000000543              0       0.444
5_1_grt          0.000000384              0       0.461
4_1_cts                    0              0       0.449
==> worst paths after layout <==
path / from / end / slack [ns] / cells after the start
worst max-delay path: selector[3] / mux_out[22] / 5.78 / 11
worst min-delay path: reg0[6] / mux_out[6] / 8.67 / 3
==> stage by stage <==
stage	hold WS (ns)	utilization, %	std cells	setup slack (ns)	power, mW
floorplan	7.80	-	1354	9.95	0.0843
global placement	8.70	13.3	4355	5.92	0.447
detailed placement	8.69	13.3	4355	5.84	0.446
CTS	8.68	13.3	4355	5.82	0.449
global route	8.72	13.3	4401	5.65	0.461
finish	8.67	13.4	4429	5.78	0.444
==> kinds of logic (layout without fill, tap and decap cells) <==
logic type | Yosys count | count (layout)
AND-OR/OR-AND | 260 | 260
other | 0 | 74
buffers and inverters | 202 | 1131
multiplexers | 12 | 12
AND/OR/NAND/NOR | 880 | 880
==> cell usage in the layout (no fill, tap or decap), types with 2 or more instances in the layout <==
cell,instances
sky130_fd_sc_hd__a32oi_1,70
sky130_fd_sc_hd__and3_1,121
sky130_fd_sc_hd__nor2b_4,2
sky130_fd_sc_hd__a2111oi_1,3
sky130_fd_sc_hd__a21oi_1,5
sky130_fd_sc_hd__a2111oi_0,29
sky130_fd_sc_hd__and3b_4,2
sky130_fd_sc_hd__nand3_1,535
sky130_fd_sc_hd__o211ai_1,4
sky130_fd_sc_hd__o21ai_0,22
sky130_fd_sc_hd__nor4_1,2
sky130_fd_sc_hd__nor2_1,4
sky130_fd_sc_hd__a32o_1,4
sky130_fd_sc_hd__a31oi_1,2
sky130_fd_sc_hd__diode_2,74
sky130_fd_sc_hd__buf_12,2
sky130_fd_sc_hd__o32a_1,31
sky130_fd_sc_hd__nand4_1,153
sky130_fd_sc_hd__and2_2,9
sky130_fd_sc_hd__o21ai_1,5
sky130_fd_sc_hd__buf_4,67
sky130_fd_sc_hd__clkdlybuf4s50_1,1059
sky130_fd_sc_hd__nor3b_2,2
sky130_fd_sc_hd__mux2_2,12
sky130_fd_sc_hd__and2_1,2
sky130_fd_sc_hd__a22oi_1,83
sky130_fd_sc_hd__nand2_1,2
sky130_fd_sc_hd__buf_2,2
sky130_fd_sc_hd__nor3_2,2
sky130_fd_sc_hd__or4_1,32
==> routing by layer <==
metal	GRT usage [%]	up-vias	routed length [µm]
met2	36.8	1480	96700
li1	-	7498	-
met3	10.0	526	22700
met4	7.30	204	7900
met1	22.7	9029	66400
met5	0	-	1320
Power and IR drop assume default switching activity.
