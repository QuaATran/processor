===== ./design.v =====
module ALU (Dout, Din1, Din2, S, status);
 input  [31:0] Din1, Din2;
 input  [2:0] S;
 output [3:0] status;
 output reg [31:0] Dout;
 wire carry; 
 wire [31:0] sum;
 ALU_adder a1 (sum, carry, Din1, Din2);
	always @ (*) begin
		case (S)
			3'b000: Dout <= sum; 
			3'b001: Dout <= Din1 | Din2;
			3'b010: Dout <= Din1 << Din2[4:0]; 
			3'b011: begin if (Din1 == Din2) Dout = 32'b1; else Dout = 32'b0; end
			default: Dout = 32'bx;
		endcase
	end
  assign status[3] = ((~Din1[31]) & (~Din2[31]) & Dout[31]) | (Din1[31] & Din2[31] & (~Dout[31]));
  assign status[2] = (Dout == 32'b0) ? 1 : 0;
  assign status[1] = Dout[31];
  assign status[0] = carry;
endmodule 
module ALU_adder (c, carry, a, b);
 input signed [31:0] a, b;
 output [31:0] c;
 output carry;
 wire [32:0] x, y, z;
 assign x = a;
 assign y = b;
 assign c = z;
 assign z = x + y;
 assign carry = z[32];
endmodule 

===== ./run.sh =====
#!/bin/bash
# OpenROAD 26Q1-2900-gdf79404cd8, Yosys 0.63+post, stock flow scripts
make -C /OpenROAD-flow-scripts/flow DESIGN_CONFIG=/design/flow/config.mk WORK_HOME=/design/flow/orfs finish

===== ./config.mk =====
export PLATFORM = sky130hd
export DESIGN_NAME = ALU
export DESIGN_NICKNAME = ALU
export VERILOG_FILES = /design/flow/design.v
export SDC_FILE = /design/flow/constraint.sdc
export NUM_CORES = 4
export LEC_CHECK = 1
export CORE_UTILIZATION = 50

===== ./constraint.sdc =====
current_design ALU

set clk_period 13.8
set clk_io_pct 0.2

create_clock -name clk0 -period $clk_period

set non_clock_inputs [all_inputs -no_clocks]
set_input_delay [expr $clk_period * $clk_io_pct] -clock clk0 $non_clock_inputs
set_output_delay [expr $clk_period * $clk_io_pct] -clock clk0 [all_outputs]

==> results.sh <==
# source this file to load flow results
export IMPL_outcome="finished, final reports clean"
export IMPL_warnings=66
export IMPL_drt_vias_per_instance=6.64
export IMPL_max_cap_viol_count=0
export IMPL_unrepaired_setup_endpoints_after_global_routing="no"
export IMPL_rows=36
export IMPL_power_density_nw_per_um2=45.5
export IMPL_drt_pass1_iter_count=5
export IMPL_tns_ns=0
export IMPL_final_max_slew_viol_count=0
export IMPL_finalInstanceArea_sq_um=6240
export IMPL_count_of_input_and_output_buffers=103
export IMPL_synth_yosys_chip_area_sq_um=5210
export IMPL_ys_top_cells_by_area="ha_1 (16%), mux4_2 (9.1%), mux2i_1 (5.4%)"
export IMPL_worst_setup_path_startpoint="Din2[2]"
export IMPL_instance_count_along_the_most_critical_hold_path=5
export IMPL_yosysTopAreaCell="ha_1"
export IMPL_holdCritStartpoint="Din2[31]"
export IMPL_ctsResizeCount=0
export IMPL_core_sq_um=9950
export IMPL_die_outline_width_um=104
export IMPL_dp_hpwl_um=16800
export IMPL_worstPathRequired_ns=11.04
export IMPL_slew_headroom=0.370
export IMPL_clkbuf_count=0
export IMPL_syn_to_final_growth_pct=19.9
export IMPL_share_clk_of_total_power=0
export IMPL_grtUsageTotal=0.386
export IMPL_holdCritPathClass="input pin to output pin"
export IMPL_arrival_ns=8.30
export IMPL_critPathKind="input pin to output pin"
export IMPL_synth_lib_cells_used_distinct=84
export IMPL_slowest_cell_delay_on_critical_path_ns=1.05
export IMPL_synth_area_sq_um=5210
export IMPL_vias=6172
export IMPL_sequential_cell_total=0
export IMPL_finalHoldWorstSlack_ns=6.73
export IMPL_hold_violations=0
export IMPL_power_share_sequential=0
export IMPL_grt_max_degree=48
export IMPL_synth_avg_cell_area_sq_um=7.04
export IMPL_setup_worst_path_end_class="output pin"
export IMPL_highest_attainable_clock_frequency_mhz=90.4
export IMPL_initial_antenna_violation_count=0
export IMPL_ff_latch_area_sq_um=0
export IMPL_syn_inst=740
export IMPL_post_synth_top_count_cell="inv_1"
export IMPL_ctsHoldBuffers=0
export IMPL_drt_first_iter_violations=543
export IMPL_crit_chain="clkdlybuf4s50_1 > inv_1 > ha_1 > nor2b_1 > o2111ai_1 > a211oi_1 > a211oi_1 > a21oi_1 > a21o_1 > a211o_1 > or4_1 > nor4_2 > clkdlybuf4s50_1"
export IMPL_synth_stat_cells=740
export IMPL_postRouteAntennaNets=0
export IMPL_average_wire_per_cell_in_the_routed_design_um=22.2
export IMPL_gr_total_overflow=0
export IMPL_cts_post_setup_buffers_inserted=0
export IMPL_worstPathMaxFanout=23
export IMPL_layout_drive_gt1_share=0.0766
export IMPL_commonest_cells_in_the_synthesized_netlist="inv_1 (74), ha_1 (65), nand2_1 (64)"
export IMPL_first_global_vias=5553
export IMPL_critical_path_startpoint_category="input pin"
export IMPL_timing_final_crit_share=0.802
export IMPL_route_antenna_diode_count=0
export IMPL_dpl_cell_area_sq_um=6240
export IMPL_period_needed_ns=11.06
export IMPL_worst_pin_slew_ns=0.931
export IMPL_switching_power_w=0.000153
export IMPL_synth_yosys_warnings=1
export IMPL_initial_core_util=0.523
export IMPL_sw_frac_of_total=0.539
export IMPL_internal_power_w=0.000131
export IMPL_power_combinational_fraction=1.000
export IMPL_whs_endpoint="status[0]"
export IMPL_setup_viol=0
export IMPL_total_wirelength_of_the_detailed_routed_design_um=20600
export IMPL_chipArea_sq_um=10800
export IMPL_synth_sequential_area_ratio=0
export IMPL_place_congestion=1.03
export IMPL_synth_largest_type_area_fraction=0.156
export IMPL_die_h_um=104
export IMPL_cp_slowest_cell="clkdlybuf4s50_1"
export IMPL_irDropWorstVdd_mv=0.0330
export IMPL_leakage_nw=2.73
export IMPL_io_pin_count=103
export IMPL_drc_errors=0
export IMPL_grt_first_pass_wirelength_um=31700
## worst max path at each step
stage / cells after the start / endpoint / slack [ns]
final: 13 / status[2] / 2.74
after CTS: 13 / status[2] / 2.82
after global routing: 13 / status[2] / 2.51
## power by group through the flow
stage	registers, W	clock network [W]	logic [W]
6_report	0	0	0.000284
5_1_grt	0	0	0.000304
4_1_cts	0	0	0.000277
## placed cells by master, fill, tap and decap left out, types with 4 or more instances in the layout
master | Yosys | routed
nand2b_1 | 5 | 5
a211o_1 | 7 | 7
o221ai_1 | 11 | 11
ha_1 | 65 | 65
o22ai_1 | 11 | 11
o211ai_1 | 12 | 12
o32ai_1 | 4 | 4
a21oi_1 | 50 | 50
o21ai_1 | 7 | 7
or3_1 | 8 | 8
a211oi_1 | 13 | 13
mux2_1 | 6 | 6
nor2b_1 | 6 | 6
a31oi_1 | 9 | 9
nor3b_1 | 4 | 4
buf_4 | 2 | 8
nand2_1 | 64 | 64
and4_1 | 4 | 4
nor2_1 | 62 | 62
clkdlybuf4s50_1 | 0 | 102
mux4_2 | 21 | 21
or2_2 | 4 | 4
nor3_1 | 19 | 19
mux2i_1 | 28 | 28
nor4_1 | 12 | 12
xnor2_1 | 4 | 4
inv_1 | 74 | 74
nand3_1 | 13 | 13
and3_1 | 8 | 8
nand4_1 | 9 | 9
o21a_1 | 8 | 8
o21ai_0 | 33 | 33
mux2_2 | 11 | 11
a21o_1 | 14 | 14
xor2_1 | 5 | 5
## layer usage
metal,vias up,routed length [um],GRT usage
li1,2888,-,-
met1,2871,8810,0.583
met2,379,8610,0.547
met3,34,2770,0.122
met4,0,397,0.0633
met5,-,0,0
## worst max-delay path: cells and delay by family
kind,cells,cell delay (ns)
AND-OR/OR-AND,6,1.76
adder cells (fa/ha/maj),1,0.56
buffers and inverters,3,2.18
AND/OR/NAND/NOR,3,1.03
## cell families (layout without fill, tap and decap cells)
group,after synthesis,after routing,synth area share
buffers and inverters,129,185,0.0968
AOI/OAI and AO/OA,229,229,0.303
muxes,69,69,0.194
xor gates and xnor gates,9,9,0.0151
adders and majority gates,66,66,0.160
and+or+nand+nor,238,238,0.230
## layout make-up
| class | count | area [sq um] |
|---|---|---|
| fillers | 892 | 3710 |
| inverters | 74 | 278 |
| multi-input cells | 611 | 4710 |
| well taps | 133 | 166 |
| repair buffers | 111 | 1090 |
## stage by stage
step / power (W) / std cells / utilization / setup slack (ns)
2_1_floorplan: 0.000160 / 740 / - / 4.38
3_3_place_gp: 0.000275 / 929 / 0.627 / 2.97
3_5_place_dp: 0.000275 / 929 / 0.627 / 2.81
4_1_cts: 0.000277 / 929 / 0.627 / 2.82
5_1_grt: 0.000304 / 929 / 0.627 / 2.51
6_report: 0.000284 / 929 / 0.627 / 2.74
Power figures rest on the tool's default switching activity, not on a simulated workload.
